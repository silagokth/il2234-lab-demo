### flow/config.mk
export PLATFORM = sky130hd
export DESIGN_NAME = configurable_clock_divider
export DESIGN_NICKNAME = configurable_clock_divider
export VERILOG_FILES = /design/flow/design.v
export SDC_FILE = /design/flow/constraint.sdc
export NUM_CORES = 4
export LEC_CHECK = 1
export CORE_UTILIZATION = 30
### flow/constraint.sdc
current_design configurable_clock_divider

set clk_period 6.6
set clk_io_pct 0.2

create_clock -name clk0 -period $clk_period [get_ports {clk_in}]

set non_clock_inputs [all_inputs -no_clocks]
set_input_delay [expr $clk_period * $clk_io_pct] -clock clk0 $non_clock_inputs
set_output_delay [expr $clk_period * $clk_io_pct] -clock clk0 [all_outputs]
### flow/design.v
`timescale 1ns / 1ps
module configurable_clock_divider #(
    parameter DIVISOR_WIDTH = 16
) (
    input logic rst_n,
    input logic clk_in,
    input logic [DIVISOR_WIDTH-1:0] divisor,
    input logic load,
    output logic clk_out
);
  logic [DIVISOR_WIDTH-1:0] counter, divisor_reg;
  always_ff @(posedge clk_in or negedge rst_n) begin
    if (!rst_n) begin
      counter <= 0;
      clk_out <= 0;
      divisor_reg <= 0;
    end else begin
      if (load) begin
        divisor_reg <= divisor;
        counter <= divisor;
        clk_out <= 0;
      end 
      else if (counter == 0) begin
        counter <= divisor_reg;
        clk_out <= ~clk_out;
      end 
      else begin
        counter <= counter - 1;
      end
    end
  end
endmodule
### flow/run.sh
#!/bin/bash
# OpenROAD 26Q1-2900-gdf79404cd8, Yosys 0.63+post, stock flow scripts
make -C /OpenROAD-flow-scripts/flow DESIGN_CONFIG=/design/flow/config.mk WORK_HOME=/design/flow/orfs finish
==> reports/qor.csv <==
stage,metric,value,unit
sta,worst slew pin tran,728,ps
logic_synthesis,Yosys Instances,182,
route,DR WL/cell,11.9,um
critical_path,Crit Reg-Reg Endpoint,counter[0],
layout,most instantiated logic cell after routing,dfrtp_1,
logic_synthesis,#FFs+latches synth,33,
worst_hold_path,Worst Hold Depth,2,
sta,normalized max-slew margin,51.1,%
sta,RSZ-0062 raised after global routing,false,
route,DRT iter0 DRCs,76,
power_and_ir_drop,Pwr Density,227,nW/um^2
power_and_ir_drop,Switching Share,27.1,%
route,met3 wire len,128,um
critical_path,crit-path cells,"inv_1, ha_1, or4b_1, nor4_4, mux2i_1, mux2_2",
sta,part of the cycle the worst path needs,37.0,%
critical_path,"CP delay by family, top",simple AND/OR/NAND/NOR gates,
route,antenna fix cells,0,
floorplanning,FP Core Util,31.2,%
cts,"Reg clk slew, reported paths",60,ps
power_and_ir_drop,Leak,0.886,nW
route,drc violations,0,
cts,Sink Count,33,
critical_path,R2R depth,6,
critical_path,"Req. time, crit path",6770,ps
sta,Clock Skews,2.55,ps
cts,hold_buf cts,0,
logic_synthesis,Syn Area/Cell,9.45,sq um
cts,Latency at later pin,280,ps
cts,Max Root-Sink Buffers,2,
worst_hold_path,Hold Crit Class,reg -> reg,
power_and_ir_drop,Int Power,335,uW
critical_path,R2R setup slack,4160,ps
logic_synthesis,Cell Type Count,36,
floorplanning,I/O pin cnt,20,
critical_path,slowest CP cell,nor4_4,
run_status,status,completed,
placed_design,Post-Place Cells,261,
critical_path,Critical Path End Type,flip-flop,
sta,min cycle time layout,2440,ps
logic_synthesis,"EDFF count, synth",0,
route,TritonRoute pass-1 iters,4,
layout,share of layout cells above drive strength 1,7.61,%
logic_synthesis,"Seq share, synth",48.0,%
sta,Final Hold Vio Count,0,
critical_path,CP Max Fanout,10,
power_and_ir_drop,clock power share,31.2,%
cts,Num CTS Buffers,5,
cts,CTS resizes,0,
layout,Post-Layout Cell Count,269,
critical_path,CP Launch Point,counter[0],
logic_synthesis,Mapped Area,1720,sq um
cts,H-Tree Level Count,2,
grt,GRT overflow,0,
logic_synthesis,dominant register cell,dfrtp_1,
critical_path,crit path buf inv count,1,
power_and_ir_drop,Seq pwr share,52.1,%
route,drt total wl,3210,um
logic_synthesis,Post-Syn Instances,182,
sta,endpoints failing setup,0,
floorplanning,Die W,77.7,um
layout,area growth from synthesis to layout,17.4,%
floorplanning,Die H,77.7,um
job,OpenROAD warning count,26,
placed_design,DP HPWL,2050,um
cts,CTS tree,built,
grt,largest net degree at the start of global routing,50,
placed_design,Port Buf Inserts,19,
sta,Fmax,409,MHz
route,Vias/cell,4.77,
worst_hold_path,Hold Crit Start,divisor_reg[3],
route,DR top layer,met4,
logic_synthesis,Post-synth ARST share,100,%
power_and_ir_drop,sw power,124,uW
critical_path,critical path arrival,2610,ps
layout,Util after Layout,36.7,%
floorplanning,core area,5510,sq um
job,max cap viols,0,
placed_design,gpl congestion,0.749,
critical_path,CP max stage delay,670,ps
power_and_ir_drop,Worst VDD drop,0.0781,mV
grt,initial antenna violation count,0,
layout,most frequent logic cells in the routed design,"33 x dfrtp_1, 20 x o21ai_0, 19 x inv_1, 19 x clkdlybuf4s50_1, 17 x nand2_1",
sta,setup TNS,0,ps
route,vias,1283,
floorplanning,Die ar.,6040,sq um
cts,root buffer cell,clkbuf_8,
grt,first-pass GRT wire length,5580,um
power_and_ir_drop,Comb power frac,16.7,%
logic_synthesis,"Chip Area, Yosys",1720,sq um
route,Metal-1 WL,1730,um
logic_synthesis,Synth Warn #,1,
worst_hold_path,Hold Path End,divisor_reg[3],
sta,max-slew violations,0,
critical_path,FF-to-FF Start,counter[0],
route,final antenna-violating net count,0,
route,met2 WL,1340,um
grt,Global Route Usage Sum,11.7,%
grt,number of global-route vias before repair,1216,
cts,setup bufs post-CTS,0,
critical_path,critical path class,reg -> reg,
floorplanning,# rows,27,
critical_path,crit start category,flip-flop,
## worst min-delay path: stages, from the launching register on
cell     delay, ps
dfrtp_1        370
inv_1           50
o21ai_0         60
## routing by layer
metal	track usage (%)	vias up
li1	-	668
met1	18.5	593
met2	17.0	20
met3	3.11	2
met4	1.51	0
met5	0	-
## power groups by stage
stage         sequential [mW]  combinational (mW)  clock, mW
global route            0.243              0.0870      0.157
finish                  0.239              0.0765      0.143
CTS                     0.239              0.0779      0.149
## area by class of cell
class	instances	area, sq um
clock buffer	8	80.1
tap	72	90.1
fill	544	3490
sequential	33	826
inverter	19	71.3
multi-input combinational	116	747
timing repair buffer	21	205
## metrics by stage
step	power [mW]	hold slack (ps)	instance area [sq um]	worst slack (ps)
global placement	0.319	510	1940	3930
global route	0.487	542	2020	4010
floorplan	0.296	489	1720	4340
detailed placement	0.320	515	1940	3920
finish	0.459	523	2020	4160
CTS	0.466	527	2020	4150
## worst max-delay path by stage
stage,cells after the start,slack [ps],end
final,6,4160,counter[0]
after global routing,6,4010,counter[5]
after CTS,1,4150,clk_out
## cell usage after synthesis, types with 2 or more instances
cell type,n,share of area (%)
nor4_1,4,1.5
dfrtp_1,33,48
nor2_1,13,2.8
or4_4,2,1.3
o31a_1,4,2.0
nor3_1,12,3.5
or4_1,3,1.3
buf_6,3,2.0
o21ai_0,20,5.8
clkbuf_1,9,2.0
mux2i_1,5,2.9
o31ai_1,11,4.8
nand2_1,17,3.7
xnor2_1,2,1.0
mux2_2,2,1.3
or3_1,2,0.73
ha_1,2,1.5
o21a_1,2,0.87
inv_1,19,4.1
## kinds of logic (layout without fill, tap and decap cells)
logic type      after synthesis  in the layout  synth area share (%)
flops                        33             33                  48.0
mux                           7              7                  4.22
simple gates                 58             58                  18.2
compound gates               46             46                  18.0
fa+ha+maj                     2              2                  1.45
buf+inv                      33             48                  8.58
xor+xnor                      3              3                  1.53
No activity file was given, so power comes from the tool's default toggle rates.
