**design/flow/config.mk**
```make
export PLATFORM = sky130hd
export DESIGN_NAME = kw4281_driver
export DESIGN_NICKNAME = kw4281_driver
export VERILOG_FILES = /design/flow/design.v
export SDC_FILE = /design/flow/constraint.sdc
export NUM_CORES = 4
export LEC_CHECK = 1
export CORE_AREA = 10 10 87 87
export DIE_AREA = 0 0 97 97
```
**design/flow/constraint.sdc**
```tcl
current_design kw4281_driver

set clk_period 5.9
set clk_io_pct 0.2

create_clock -name clk0 -period $clk_period [get_ports {clk}]

set non_clock_inputs [all_inputs -no_clocks]
set_input_delay [expr $clk_period * $clk_io_pct] -clock clk0 $non_clock_inputs
set_output_delay [expr $clk_period * $clk_io_pct] -clock clk0 [all_outputs]
```
**design/flow/design.v**
```verilog
`timescale 1ns / 1ps
module bcd27s (
    input  logic [3:0] bcd,
    output logic [6:0] seg
);
  always_comb begin
    case (bcd)
      4'b0000: seg = 7'b1000000;
      4'b0001: seg = 7'b1111001;
      4'b0010: seg = 7'b0100100;
      4'b0011: seg = 7'b0110000;
      4'b0100: seg = 7'b0011001;
      4'b0101: seg = 7'b0010010;
      4'b0110: seg = 7'b0000010;
      4'b0111: seg = 7'b1111000;
      4'b1000: seg = 7'b0000000;
      4'b1001: seg = 7'b0010000;
      default: seg = 7'b1111111;
    endcase
  end
endmodule
`timescale 1ns / 1ps
module clock_divider #(
    parameter DIVISOR = 2
) (
    input  logic rst_n,
    input  logic clk_in,
    output logic clk_out
);
  logic [$clog2(DIVISOR)-1:0] counter;
  always_ff @(posedge clk_in or negedge rst_n) begin
    if (!rst_n) begin
      counter <= DIVISOR;
      clk_out <= 0;
    end else begin
      if (counter == 0) begin
        counter <= DIVISOR;
        clk_out <= ~clk_out;
      end else begin
        counter <= counter - 1;
      end
    end
  end
endmodule
`timescale 1ns / 1ps
module kw4281_driver #(
    parameter int CLOCK_FREQUENCY = 100000000
) (
    input logic rst_n,
    input logic clk,
    input logic [3:0][3:0] input_bcd,
    output logic [3:0] an,
    output logic [6:0] seg
);
  logic clk_1000hz;
  clock_divider #(
      .DIVISOR(CLOCK_FREQUENCY / 1000)
  ) clock_divider_0 (
      .rst_n  (rst_n),
      .clk_in (clk),
      .clk_out(clk_1000hz)
  );
  logic [1:0] counter;
  always_ff @(posedge clk_1000hz or negedge rst_n) begin
    if (!rst_n) begin
      counter <= 0;
    end else if (counter == 3) begin
      counter <= 0;
    end else begin
      counter <= counter + 1;
    end
  end
  always_comb begin
    case (counter)
      2'b00:   an = 4'b1110;
      2'b01:   an = 4'b1101;
      2'b10:   an = 4'b1011;
      2'b11:   an = 4'b0111;
      default: an = 4'b1111;
    endcase
  end
  bcd27s bcd27s_0 (
      .bcd(input_bcd[counter]),
      .seg(seg)
  );
endmodule
```
**design/flow/run.sh**
```bash
#!/bin/bash
# OpenROAD 26Q1-2900-gdf79404cd8, Yosys 0.63+post, stock flow scripts
make -C /OpenROAD-flow-scripts/flow DESIGN_CONFIG=/design/flow/config.mk WORK_HOME=/design/flow/orfs finish
```
==> results.json <==
{
  "routed_wl_um": 2801,
  "p_seq_frac": 0.502,
  "r2r_cells": 4,
  "hp-start": "clock_divider_0.clk_out",
  "final_cells": 231,
  "setup_slack_ns": 1.555,
  "post_cts_resized": 0,
  "ys_cells": 131,
  "synth_cells": 131,
  "cts_setup_buffers": 0,
  "dr.pass1.iters": 4,
  "edf_count": 0,
  "ys_area_um2": 1344,
  "async_reset_ff_frac": 1.000,
  "ioPinCount": 29,
  "ff2ff_setup_slack_ns": 3.88,
  "unclocked_pins": 2,
  "cp.arrival_ns": 3.16,
  "slew_violations": 0,
  "hold_violations": 0,
  "vias": 1024,
  "outcome": "complete, no violations",
  "slowest_delay_ns": 0.52,
  "grt_usage": 0.05801,
  "grt_start_max_net_pins": 21,
  "ys_seq_share": 0.3780,
  "clkTransAtPathRegs_ns": 0.06,
  "hold_path_end": "clock_divider_0.clk_out",
  "ys_ff": 20,
  "slowest_stage": "mux4_2",
  "drive_above_1_share": 0.1321,
  "cts_hold_buffers": 0,
  "maxCapViolCount": 0,
  "max_slew.worst_pin.slew_ns": 0.5823,
  "synth_top_cell_by_area": "dfrtp_1",
  "drt_iter0_markers": 32,
  "period_minus_slack_ns": 4.345,
  "mi_logic_area_um2": 762.0,
  "htree_num_levels": 1,
  "finalClockPeriodUsage": 0.7364,
  "seq_area_um2": 508.0,
  "powerDensity_nw_per_um2": 142.3,
  "p_clk_frac": 0.356,
  "p_leak_nw": 0.6559,
  "cts_tree": "yes",
  "hp-class": "reg2reg",
  "cts-root-buf": "clkbuf_8",
  "dp_hpwl_um": 2156,
  "tns_ns": 0,
  "warning_count": 33,
  "start_kind": "input port",
  "final_antenna_net_count": 0,
  "vias_per_cell": 4.433,
  "n_fill_cell": 587,
  "io_buffers": 28,
  "switching_power_mw": 0.05163,
  "irDropWorstVdd_uv": 147.4,
  "ff_type": "dfrtp_1",
  "topCellsByArea": "dfrtp_1 26%, dfstp_2 12%, ha_1 10%",
  "untimed_endpoints": 6,
  "fin_util": 0.3067,
  "gp_congestion": 0.8466,
  "cp_cell_sequence": "clkdlybuf4s50_1 > mux4_2 > ha_1 > or2_0 > a21oi_1 > nor2_1 > clkdlybuf4s50_1",
  "end_kind": "output port",
  "synth_top_area_share": 0.2607,
  "drc": 0,
  "worst_r2r_endpoint": "clock_divider_0.counter[14]",
  "core_um2": 5642,
  "path_max_fanout": 4,
  "fin_skew_ns": 0.005469,
  "p_int_mw": 0.1947,
  "dieArea_um2": 9409,
  "clock.fmax_mhz": 230.2,
  "worstHoldPathCells": 1,
  "syn_area_um2": 1344,
  "cts_buffer_depth": 2,
  "fp_util": 0.2382,
  "fp.dieH_um": 97,
  "dp.cells": 227,
  "crit_path_frequent_cell": "clkdlybuf4s50_1",
  "diodes": 0,
  "cts_buffers": 3,
  "rr_startpoint": "clock_divider_0.counter[11]",
  "rsz0062_at_grt": "no",
  "fp.dieW_um": 97,
  "crit_required_ns": 4.72,
  "grt-ovfl-total": 0,
  "switching_share": 0.2096,
  "setup_violations": 0,
  "antenna_found_initial": 0,
  "num_rows": 27,
  "combPwrFrac": 0.143,
  "yosys_warnings": 3,
  "syn_to_final_growth_pct": 28.77,
  "post-place-ws_ns": 1.552,
  "critical_path_class": "in2out",
  "grt_pass1_vias": 984,
  "netlist-cell-type-count": 39,
  "avgRoutedWirePerCell_um": 12.13,
  "clk_latency_ns": 0.25,
  "avgSynthCellArea_um2": 10.26,
  "maxSlewHeadroom": 0.6082,
  "grt_first_pass_wirelength_um": 4788,
  "p_total_mw": 0.2463
}
through the flow:
step,hold slack [ns],cell area (um^2)
final,0.4927,1730
after global routing,0.5293,1730
after CTS,0.4998,1730
after detailed placement,0.4905,1685
after global placement,0.4795,1685
after floorplan,0.4584,1344
area by class of cell:
cell class | count | share of cell area
Clock buffer | 4 | 0.02603
Tap cell | 72 | 0.05206
Timing Repair Buffer | 29 | 0.1663
Sequential cell | 20 | 0.2936
Multi-Input combinational cell | 96 | 0.4403
Inverter | 10 | 0.02169
layer usage:
layer	routed length, um	global-route usage	share of wire
met4	0	0.001127	0
met3	169	0.01433	0.060
met1	1484	0.08510	0.53
met2	1148	0.08896	0.41
met5	0	0	0
critical path: cells and delay by family:
kind | cells | cell delay [ns]
compound gates | 1 | 0.18
mux | 1 | 0.52
simple gates | 2 | 0.29
fa+ha+maj | 1 | 0.20
buf+inv | 2 | 0.79
worst max path at each step:
stage / start / end / slack (ns) / cells past startpoint
after global routing: input_bcd[13] / seg[3] / 1.43 / 8
after CTS: input_bcd[12] / seg[0] / 1.55 / 7
final: input_bcd[12] / seg[0] / 1.56 / 7
cells in the final DEF (no fill, tap or decap), drive strengths merged, types with 2 or more instances in the layout:
master | Yosys | final
nand4 | 2 | 2
nor2b | 2 | 2
dfstp | 6 | 6
dfrtp | 14 | 14
mux4 | 4 | 4
nor4 | 7 | 7
nand2b | 4 | 4
clkbuf | 1 | 4
xor2 | 6 | 6
a21oi | 7 | 7
or4 | 3 | 3
nor2 | 21 | 21
xnor2 | 5 | 5
nand3 | 3 | 3
nand2 | 5 | 5
clkdlybuf4s50 | 0 | 28
inv | 10 | 10
ha | 11 | 11
cell families after synthesis:
logic type	count (synthesis)	share of synthesized area
adder cells (fa/ha/maj)	11	0.1024
AND/OR/NAND/NOR	54	0.2439
buffers and inverters	15	0.05493
AND-OR/OR-AND	15	0.07356
flip-flops	20	0.3780
multiplexers	5	0.07542
XOR/XNOR	11	0.07169
cell usage after synthesis (2+ instances only):
| cell type | count |
|---|---|
| nor2_1 | 20 |
| dfrtp_1 | 14 |
| ha_1 | 11 |
| inv_1 | 10 |
| a21oi_1 | 7 |
| dfstp_2 | 6 |
| xor2_1 | 6 |
| nand2_1 | 5 |
| xnor2_1 | 5 |
| mux4_2 | 4 |
| nand2b_1 | 4 |
| nor4_1 | 4 |
| nand3_1 | 3 |
| buf_2 | 2 |
| buf_6 | 2 |
| nand4_1 | 2 |
| nor2b_1 | 2 |
| nor4_4 | 2 |
| or4_1 | 2 |
power groups by stage:
stage	Clock, mW	Combinational (mW)	Sequential [mW]
final	0.0876	0.0351	0.124
after global routing	0.0967	0.0390	0.123
after CTS	0.0924	0.0358	0.124
flip-flops by register name, summed over array words and instances (netlist names):
signal,cells
clock_divider_0.clk_out,1
counter,2
clock_divider_0.counter,17
No activity file was given, so power comes from the tool's default toggle rates.
