`/design/flow/config.mk`:
```
export PLATFORM = sky130hd
export DESIGN_NAME = registers
export DESIGN_NICKNAME = registers
export VERILOG_FILES = /design/flow/design.v
export SDC_FILE = /design/flow/constraint.sdc
export NUM_CORES = 4
export LEC_CHECK = 1
export CORE_AREA = 10 10 70 70
export DIE_AREA = 0 0 80 80
```
`/design/flow/constraint.sdc`:
```
current_design registers

set clk_period 1.5
set clk_io_pct 0.2

create_clock -name clk0 -period $clk_period [get_ports {clk}]

set non_clock_inputs [all_inputs -no_clocks]
set_input_delay [expr $clk_period * $clk_io_pct] -clock clk0 $non_clock_inputs
set_output_delay [expr $clk_period * $clk_io_pct] -clock clk0 [all_outputs]
```
`/design/flow/design.v`:
```
`timescale 1ns / 1ps
module registers #(
    parameter int WIDTH = 8
) (
    input logic clk,
    input logic rst_n,
    input logic load,
    input logic [WIDTH-1:0] data_in,
    output logic [WIDTH-1:0] data_out
);
    always_ff @(posedge clk or negedge rst_n) begin
        if (!rst_n) begin
            data_out <= '0;
        end else if (load) begin
            data_out <= data_in;
        end
    end
endmodule
```
`/design/flow/run.sh`:
```
#!/bin/bash
# OpenROAD 26Q1-2900-gdf79404cd8, Yosys 0.63+post, stock flow scripts
make -C /OpenROAD-flow-scripts/flow DESIGN_CONFIG=/design/flow/config.mk WORK_HOME=/design/flow/orfs finish
```
==> results_dict.tcl <==
# place-and-route summary
set metrics [dict create \
    use_met2 0.03933 \
    vias 229 \
    worstSetupStartpoint "data_out[4]$_DFFE_PN0P_" \
    cp.depth 1 \
    largest_register_ffs 8 \
    grt_pass1_vias 247 \
    cap_violations 0 \
    internal_power_mw 0.4245 \
    finalSetupTns_ps 0 \
    routabilityCongestion 0.7463 \
    die_width_um 80 \
    die_y_um 80 \
    netlist_instances 17 \
    seq_area_frac_synth 0.6038 \
    core-area_sq_um 3416 \
    ctsResizeCount 0 \
    endpoint_kind "output port" \
    aoi_share 0 \
    synthTopCellsByArea "dfrtp_1 (60%), mux2_4 (36%), buf_6 (3.4%)" \
    finalWirelength_um 908 \
    status "complete, no violations" \
    rows 21 \
    layout-drive-gt1-share 0.3333 \
    setup_viol 0 \
    drc 0 \
    clock_sink_count 8 \
    startpoint_type "register" \
    xor_area_frac 0 \
    yosysUniqueCellTypes 3 \
    yosys-stat-cells 17 \
    powerDensity_nw_per_um2 867.9 \
    pwr-share-comb 0.224 \
    crit_chain "clkdlybuf4s50_1" \
    clock.latency.late_pin_ps 250 \
    io_pins 19 \
    net-switching-power_mw 0.1032 \
    final_cell_count_no_fill 85 \
    r2r-end "data_out[6]$_DFFE_PN0P_" \
    avgSynthCellArea_sq_um 19.50 \
    critPathSlowestCell "clkdlybuf4s50_1" \
    drt_iter0_drc 4 \
    fin_crit_sh 0.9190 \
    regMostFlops "data_out" \
    drtAntennaViolNets 0 \
    grt_overflow 0 \
    antenna_found_initial 0 \
    maxSlewViolCount 0 \
    pre_cts_slack_ps 94.11 \
    io_buffers 18 \
    clk_pin_slew_ps 50 \
    setup_ws_ps 121.5 \
    clkPwrFrac 0.300 \
    yosys_area_sq_um 331.6 \
    tool_warnings 28 \
    yosys.area_share.adder 0 \
    place_inst 82 \
    critPathMaxFanout 2 \
    top_regs "data_out: 8 flops" \
    tritoncts "yes" \
    grt_max_degree 9 \
    endpoint "data_out[4]" \
    ff2ff_setup_slack_ps 730 \
    worst-setup-path-type "reg2out" \
    p_sw_frac 0.1956 \
    min_path_type "in2async" \
    fillers 386 \
    top_area_frac 0.6038 \
    fmax_mhz 725.4 \
    placed_cell_area_sq_um 585.6 \
    hold_buffers 0 \
    reg2reg_depth 1 \
    p_leak_nw 0.2576 \
    reg2reg_from "data_out[6]$_DFFE_PN0P_" \
    mux_area_frac 0.3623 \
    crit_buf_inv 1 \
    firstDrtPassIters 2 \
    simple_gate_area_frac 0 \
    cp_top_family "buffers and inverters" \
    layout.cells.most_common_list "clkdlybuf4s50_1 (18), mux2_4 (8), dfrtp_1 (8)" \
    tightestPinTransition_ps 382.2 \
    logic_family "multiplexers" \
    hold_violations 0 \
    slew_headroom 0.7444 \
    period_needed_ps 1378 \
    rsz0062_at_grt "no" \
    crit_required_ps 1200 \
    clock_skew_ps 0 \
    cts_buffers 3 \
    cts_root_buf "clkbuf_4" \
    largest_area_cell "dfrtp_1" \
    crit_arrival_ps 1080 \
    numSynthFlops 8 \
    post_cts_buffers 0 \
    layout-area-overhead-vs-synth_pct 83.40 \
    track_usage 0.03072 \
    htreeDepth 1 \
    vias_per_cell 2.694 \
    busiest_layer "met2" \
    syn-cell-area_sq_um 331.6 \
    yosysWarnings 1 \
    grt_pass1_wl_um 1435 \
    die_area_sq_um 6400 \
    lay_top_count "clkdlybuf4s50_1" \
    initCoreUtil 0.09707 \
    grtUsageMet3 0.02727 \
    met1_usage 0.03911 \
    seqPwrFrac 0.476 \
    cts.path.max_buffers 2 \
    slowest_delay_ps 480 \
    fin_area_sq_um 608.1 \
    ir_drop_uv 320.9 \
    wl_per_cell_um 10.68 \
    antenna_cells 0 \
]
## worst min-delay path by stage
stage                 startpoint                       to  slack (ps)  depth (start not counted)
after CTS                  rst_n  data_out[4]$_DFFE_PN0P_         330                          1
after global routing       rst_n  data_out[4]$_DFFE_PN0P_         350                          1
final                      rst_n  data_out[4]$_DFFE_PN0P_         340                          1
## logic make-up (layout without fill, tap and decap cells)
kind of cell	count (synthesis)	in the layout
DFF	8	8
muxes	8	8
buffers and inverters	1	23
## synth_stat cells
master and instances:
mux2_4 8, buf_6 1, dfrtp_1 8
## metrics by stage
step                        util  total power [mW]  hold slack [ps]
after floorplan                -            0.2877            4.409
after global placement    0.1714            0.3751            504.3
after detailed placement  0.1714            0.3761            497.9
after CTS                 0.1780            0.5411            334.7
after global routing      0.1780            0.5651            351.5
final                     0.1780            0.5278            337.9
## power groups by stage
stage	clock [mW]	sequential, mW	combinational (mW)
4_1_cts	0.168	0.251	0.122
5_1_grt	0.184	0.253	0.128
6_report	0.158	0.251	0.118
## area by class of cell
class | count | area, sq um | area share
timing repair buffer | 20 | 207.7 | 0.3416
tap | 46 | 57.56 | 0.09465
multi-input combinational | 8 | 120.1 | 0.1975
sequential | 8 | 200.2 | 0.3292
clock buffer | 3 | 22.52 | 0.03704
## per-layer routing
metal  wire length [um]  part of all wire
met1                423              0.47
met5                  0                 0
met3                139              0.15
met2                345              0.38
met4                  0                 0
Power is estimated from default activity; no workload was simulated.
